<file path="flow/run.sh">
#!/bin/bash
# OpenROAD 26Q1-2900-gdf79404cd8, Yosys 0.63+post, stock flow scripts
make -C /OpenROAD-flow-scripts/flow DESIGN_CONFIG=/design/flow/config.mk WORK_HOME=/design/flow/orfs finish
</file>
<file path="flow/config.mk">
export PLATFORM = sky130hd
export DESIGN_NAME = clock_divider_2
export DESIGN_NICKNAME = clock_divider_2
export VERILOG_FILES = /design/flow/design.v
export SDC_FILE = /design/flow/constraint.sdc
export NUM_CORES = 4
export LEC_CHECK = 1
export CORE_AREA = 10 10 70 70
export DIE_AREA = 0 0 80 80
</file>
<file path="flow/constraint.sdc">
current_design clock_divider_2

set clk_period 1.0
set clk_io_pct 0.2

create_clock -name clk0 -period $clk_period [get_ports {clk_in}]

set non_clock_inputs [all_inputs -no_clocks]
set_input_delay [expr $clk_period * $clk_io_pct] -clock clk0 $non_clock_inputs
set_output_delay [expr $clk_period * $clk_io_pct] -clock clk0 [all_outputs]
</file>
<file path="flow/design.v">
`timescale 1ns / 1ps
module clock_divider_2
#(parameter COUNTER_MAX = 8)
(
	input  logic clk_in,
	input  logic reset,
	output logic clk_out );
	localparam DELAY_WIDTH = $clog2(COUNTER_MAX);
	logic [DELAY_WIDTH-1:0] counter = 'd0, counter_next;
	logic clk_out_next;
	always_comb
	begin
		if (reset == 1'b1)
			counter_next = 'd0; 
		else if (counter == (COUNTER_MAX - 1))
			counter_next = 'd0; 
		else
			counter_next = counter + 'd1;  
	end
	always_comb
	begin
		if (reset == 1'b1)
			clk_out_next = 'd0;  
		else if (counter == COUNTER_MAX-1)
			clk_out_next = ~clk_out; 
		else
			clk_out_next = clk_out; 
	 end
	always_ff@(posedge clk_in)
	begin
		counter <= counter_next;
		clk_out <= clk_out_next;
	end
endmodule
</file>
==> impl_metrics.yaml <==
# yosys + openroad results
synth:
  synth.cell_area_um2: 138
  ys_seq_share_pct: 58.2
  async_flop_share_pct: 0
  ys.flops: 4
  ys_types: 6
  avgSynthCellArea_um2: 12.5
  ff_type: "dfxtp_1"
  edf_count: 0
  most_common_cell: "dfxtp_1"
  yosys_warnings: 1
  netlist.area_leader.share_pct: 58.2
  top_area_cell: "dfxtp_1"
  synthTopCellsByCount: "4 x dfxtp_1, 2 x ha_1, 2 x nor3b_1"
  synth_cells: 11
  top_cells_by_area: "dfxtp_1 58%, ha_1 18%, nor3b_1 11%"
  synth-area-yosys_um2: 138
  ys_cells: 11
sta:
  setup_viol: 0
  max_slew.worst_pin.slew_ns: 0.172
  setup_slack_ns: 0.0410
  finalCritPeriodShare_pct: 95.9
  period_needed_ns: 0.959
  hold_slack_ns: 0.407
  drv_slew: 0
  fin_skew_ns: 0.00368
  tns_ns: 0
  fmax_ghz: 1.04
  hold_violations: 0
  slew_headroom_pct: 88.5
clock_network:
  cts_root_buf: "clkbuf_4"
  worstSkewPairLatency_ns: 0.23
  h-tree-depth: 1
  cts_tree: "yes"
  cts.sinks: 4
  clkTransAtPathRegs_ns: 0.04
  holdBufCountCts: 0
  clockBufferDepth: 2
  numCtsBuffers: 3
critical_path:
  cp_data_required_time_ns: 1.15
  crit_type: "flop to flop"
  startpoint_type: "flop"
  cp_max_fo: 4
  path_cells: "ha_2, ha_4, nor3b_1"
  crit_slowest_cell: "dfxtp_2"
  critPathArrivalTime_ns: 1.10
  slowest_delay_ns: 0.31
  end_kind: "flop"
grt:
  grt_pass1_wl_um: 558
  grt_usage_pct: 1.09
  gr-total-overflow: 0
  grt_antenna_before_repair: 0
  grt_pass1_vias: 131
  grt_start_max_net_pins: 5
routing:
  antenna_left: 0
  drc_errors: 0
  first_pass_iters: 2
  via_count: 104
  via_per_inst: 1.65
  wl_um: 306
  wl_per_cell_um: 4.86
  first_iter_violations: 2
  diodes: 0
outcome:
  outcome: "finished, final reports clean"
hold_path:
  hp-class: "flop to flop"
power_and_ir_drop:
  power.total_uw: 409
  powerDensity_mw_per_mm2: 1490
  ir_drop_v: 0.000538
  p_leak_nw: 0.0870
placed_design:
  place_congestion: 0.569
  place_ws_ns: -0.0505
  dp_cells: 60
  numPortBuffers: 2
floorplan:
  initial_core_util_pct: 4.03
  die_y_um: 80
  num_rows: 21
  fp.coreArea_mm2: 0.00342
  fp.dieW_um: 80
  pin_count: 3
  die-area_mm2: 0.00640
flow_run:
  drv_cap: 0
  warnings: 25
final_layout:
  stdcell_count: 63
  area_growth_pct: 100
  logic_area_um2: 85.1
  layout-drive-gt1-share_pct: 58.8
  seq_area_um2: 82.6
  fill_cells: 416
==> metrics by stage <==
stage	instance area (µm²)	utilization, %
2_1_floorplan	138	-
3_3_place_gp	223	6.52
3_5_place_dp	223	6.52
4_1_cts	260	7.62
5_1_grt	275	8.06
6_report	275	8.06
==> layer usage <==
metal / track usage, % / share of wire (%)
met1: 1.06 / 43
met2: 1.44 / 44
met3: 1.14 / 13
met4: 0.528 / 0
met5: 0 / 0
==> kinds of logic (layout without fill, tap and decap cells) <==
| family | Yosys count | after routing | synth area share (%) |
|---|---|---|---|
| adder cells (fa/ha/maj) | 2 | 2 | 18.2 |
| buffers and inverters | 0 | 6 | 0 |
| AND/OR/NAND/NOR | 4 | 4 | 17.3 |
| XOR/XNOR | 1 | 1 | 6.36 |
| flip-flops | 4 | 4 | 58.2 |
==> timing repair <==
item,CTS,global route
endpoints found under the setup margin,5,3
setup buffers,0,0
pin swaps,0,1
cloned,0,0
resized,5,4
==> cell type report <==
cell class	count	share of cell area, %
Clock buffer	3	8.18
Multi-Input combinational cell	7	30.9
Sequential cell	4	30.0
Tap cell	46	20.9
Timing Repair Buffer	3	10.0
==> flip-flops by register name, indices dropped and copies added, names as in the netlist <==
name / flops
clk_out: 1
counter: 3
==> layout by cell type (no fill, tap or decap) <==
cell type and count:
clkdlybuf4s15_1 1, nor3_1 1, dfxtp_1 2, clkdlybuf4s50_1 1
buf_4 1, ha_2 1, xnor2_2 1, nor2_1 1
dfxtp_2 2, nor3b_1 1, nor3b_2 1, clkbuf_4 3
ha_4 1
==> path summary, 6_finish.rpt <==
path         slack, ns  depth (start not counted)          to  startpoint
max               0.04                          3  counter[1]  counter[0]
min               0.41                          1  counter[0]  counter[0]
max reg2reg       0.04                          3  counter[1]  counter[0]
min reg2reg       0.41                          1  counter[0]  counter[0]
==> report_power, final <==
part | leakage [nW] | switching [mW] | internal (mW)
Clock | 0.0138 | 0.0684 | 0.134
Sequential | 0.0336 | 0.00568 | 0.172
Combinational | 0.0397 | 0.0107 | 0.0183
==> worst max-delay path: cells and delay by family, from the launching register on <==
| family | cells | cell delay [ns] |
|---|---|---|
| flops | 1 | 0.31 |
| simple gates | 1 | 0.20 |
| fa+ha+maj | 2 | 0.36 |
Power is estimated from default activity; no workload was simulated.
